--- ./run.sh ---
#!/bin/bash
# OpenROAD 26Q1-2900-gdf79404cd8, Yosys 0.63+post, stock flow scripts
make -C /OpenROAD-flow-scripts/flow DESIGN_CONFIG=/design/flow/config.mk WORK_HOME=/design/flow/orfs finish
--- ./config.mk ---
export PLATFORM = sky130hd
export DESIGN_NAME = Controlador_Teclado
export DESIGN_NICKNAME = Controlador_Teclado
export VERILOG_FILES = /design/flow/design.v
export SDC_FILE = /design/flow/constraint.sdc
export NUM_CORES = 4
export LEC_CHECK = 1
export CORE_UTILIZATION = 40
--- ./constraint.sdc ---
current_design Controlador_Teclado

set clk_period 3.5
set clk_io_pct 0.2

create_clock -name clk0 -period $clk_period [get_ports {clk}]

set non_clock_inputs [all_inputs -no_clocks]
set_input_delay [expr $clk_period * $clk_io_pct] -clock clk0 $non_clock_inputs
set_output_delay [expr $clk_period * $clk_io_pct] -clock clk0 [all_outputs]
--- ./design.v ---
`timescale 1ns / 1ps
module Controlador_Teclado(
input wire clk, reset,
input wire ps2data, ps2clk,
input wire [7:0] port_id,
input wire read_strobe,
output wire [7:0] ascii_code
);
wire [10:0] dout;
wire rx_done_tick;
wire gotten_code_flag;
wire [7:0] key_code;
reg [7:0] key_code_reg, key_code_next;
reg [1:0] state_current, state_next;
localparam [1:0] hold_key_code = 2'b0, read_key_code = 2'b01, reset_key_code = 2'b10;
Receptor_tecla instancia_receptor_teclado_ps2   
(
.clk(clk),
.reset(reset),
.ps2data(ps2data),
.ps2clk(ps2clk),
.rx_en(1'b1),
.rx_done_tick(rx_done_tick),
.dout(dout)
);
Reconocimiento_tecla instancia_identificador_teclas
(
.clk(clk),
.reset(reset),
.rx_done_tick(rx_done_tick),
.dout(dout[8:1]), 
.gotten_code_flag(gotten_code_flag)  
);
Teclado_ASCII instancia_keycode_to_ascii
(
.key_code(key_code),
.ascii_code(ascii_code)
);
always@(posedge clk)
begin
	if(reset) begin
		key_code_reg <= 8'b0;
		state_current <= hold_key_code;
	end
	else begin
		key_code_reg <= key_code_next;
		state_current <= state_next;
	end
end
always@*
	begin
		case(state_current)
			hold_key_code: 
			begin
			key_code_next = key_code_reg;
				if(gotten_code_flag) state_next = read_key_code; 
				else state_next = state_current;
			end
			read_key_code: 
			begin	
			key_code_next = dout[8:1];  
				if(port_id == 8'h02 && read_strobe == 1) state_next = reset_key_code; 
				else state_next = state_current;
			end
			reset_key_code:
			begin
			key_code_next = 8'b0; 
				state_next = hold_key_code;
			end
			default:
			begin
				key_code_next = key_code_reg;
				state_next = state_current;
			end
		endcase
	end
assign key_code = key_code_reg;
endmodule
`timescale 1ns / 1ps
module Receptor_tecla(
    input wire clk, reset,
    input wire ps2data, ps2clk, rx_en,
    output reg rx_done_tick,
    output wire [10:0] dout
);
localparam [1:0]
	idle = 2'b00,
	dps  = 2'b01,
	load = 2'b10;
reg [1:0] state_reg, state_next;
reg [7:0] filter_reg;
wire [7:0] filter_next;
reg f_ps2clk_reg;
wire f_ps2clk_next;
reg [3:0] n_reg, n_next; 
reg [10:0] assembled_data_reg, assembled_data_next;  
wire fall_edge;
always @(posedge clk, posedge reset) 
if (reset)
	begin
		filter_reg <= 0;
		f_ps2clk_reg <= 0;
	end
else
	begin
		filter_reg <= filter_next;
		f_ps2clk_reg <= f_ps2clk_next;
	end
assign filter_next = {ps2clk, filter_reg[7:1]};
assign f_ps2clk_next = (filter_reg==8'b11111111) ? 1'b1 :
							(filter_reg==8'b00000000) ? 1'b0 :
							 f_ps2clk_reg;
assign fall_edge = f_ps2clk_reg & ~f_ps2clk_next; 
always @(posedge clk, posedge reset) 
	if (reset)
		begin
			state_reg <= idle;
			n_reg <= 0;
			assembled_data_reg <= 0;
		end
	else
		begin
			state_reg <= state_next;
			n_reg <= n_next;
			assembled_data_reg <= assembled_data_next;
		end
always @*
begin
	state_next = state_reg;
	rx_done_tick = 1'b0;
	n_next = n_reg;
	assembled_data_next = assembled_data_reg;
	case (state_reg)
		idle:
			if (fall_edge & rx_en) 
				begin
					assembled_data_next = {ps2data, assembled_data_reg[10:1]};
					n_next = 4'b1001;
					state_next = dps; 
				end
		dps:  
			if (fall_edge)
				begin
					assembled_data_next = {ps2data, assembled_data_reg[10:1]};
					if (n_reg==0)
						state_next = load;
					else
						n_next = n_reg - 1'b1;
				end
		load:  
			begin
				state_next = idle;
				rx_done_tick = 1'b1;
			end
	endcase
end
assign dout = assembled_data_reg[10:0];  
endmodule
`timescale 1ns / 1ps
module Reconocimiento_tecla(
input wire clk, reset,
input wire rx_done_tick, 
input wire [7:0] dout, 
output reg gotten_code_flag  
);
localparam break_code = 8'hF0;
localparam wait_break_code = 1'b0;
localparam get_code = 1'b1;
reg state_next, state_reg;
always @(posedge clk, posedge reset)
	if (reset)
		state_reg <= wait_break_code;
	else
		state_reg <= state_next;
always @*
begin
	gotten_code_flag = 1'b0;
	state_next = state_reg;
	case (state_reg)
		wait_break_code:   
			if (rx_done_tick == 1'b1 && dout == break_code) 
				state_next = get_code;
		get_code:   
			if (rx_done_tick)
				begin
					gotten_code_flag =1'b1; 
					state_next = wait_break_code; 
				end
	endcase
end
endmodule
`timescale 1ns / 1ps
module Teclado_ASCII(
    input wire [7:0] key_code,
    output reg [7:0] ascii_code
);
always@* 
begin
	case(key_code)
		8'h05: ascii_code = 8'h21; 
		8'h06: ascii_code = 8'h22; 
		8'h1c: ascii_code = 8'h41; 
		8'h23: ascii_code = 8'h44; 
		8'h2b: ascii_code = 8'h46; 
		8'h33: ascii_code = 8'h48; 
		8'h3a: ascii_code = 8'h4d; 
		8'h2d: ascii_code = 8'h52; 
		8'h1b: ascii_code = 8'h53; 
		8'h2c: ascii_code = 8'h54; 
		8'h72: ascii_code = 8'h35; 
		8'h6b: ascii_code = 8'h34; 
		8'h74: ascii_code = 8'h36; 
		8'h75: ascii_code = 8'h38; 
		8'h5a: ascii_code = 8'h0d; 
		default ascii_code = 8'b0; 
	endcase
end
endmodule
==> ds_physical_params.txt <==
Characteristics after synthesis and place and route

Parameter                              Value

Clock tree
  Root buffer cell    sky130_fd_sc_hd__clkbuf_8
  Latest clock arrival within the worst-skew pair    0.28 ns
  Clock tree from TritonCTS    done
  Bufs on Longest Clock Path    2
  Clock tree sinks    38
  Setup bufs post-CTS    0
  Clock-pin slew reported for the worst setup and hold paths after clock tree synthesis    0.07 ns
  TritonCTS buffer count    5
  Hold bufs inserted after CTS    0
  Clock H-tree levels    2
  CTS-repair resized insts    0

Pwr
  Static Leakage    0.0008225 µW
  Worst IR drop on VDD    0.2402 mV
  Internal portion of total power    620.4 µW
  Net switching power    160.0 µW
  Share of power burned in the clock network    0.387
  Power per Cell Area    354.6 nW/µm²
  Combinational share of power    0.035
  Fraction of power spent switching nets    0.2050
  Post-route total power    780.3 µW
  Sequential power share    0.578

Cells and area
  Core utilization of the finished layout    0.4919
  Number of flip-flops under the largest register name    10
  Proportion of layout cells with a drive suffix above 1    0.1480
  Area taken by flip-flops and latches    897.1 µm²
  Most common logic cell in the routed design    sky130_fd_sc_hd__dfrtp_1
  Area growth syn-to-layout    15.65%
  Commonest cells after routing, fill and taps aside    sky130_fd_sc_hd__dfrtp_1 (26), sky130_fd_sc_hd__clkdlybuf4s50_1 (19), sky130_fd_sc_hd__nor2_1 (15), sky130_fd_sc_hd__nand2_1 (13), sky130_fd_sc_hd__dfxtp_1 (11)
  Multi-input gate area in the final layout    928.4 µm²
  Filler Cells Inserted    399
  Post-Layout Cell Count    248

Die
  Effective utilization at floorplan    0.4253
  Core ar.    4474 µm²
  Die footprint    5037 µm²
  Num ports    21
  Y dimension of the die    70.98 µm
  Overall die width    70.98 µm
  Num rows    24

Synth
  Netlist cell types    53
  Post-synthesis sequential area ratio    0.4714
  Area reported by Yosys stat    1903 µm²
  Count of yosys warnings during synthesis    4
  Post-synth area hogs    sky130_fd_sc_hd__dfrtp_1 (34%), sky130_fd_sc_hd__dfxtp_1 (12%), sky130_fd_sc_hd__mux2_4 (4.7%), sky130_fd_sc_hd__mux2i_1 (4.2%), sky130_fd_sc_hd__mux2_2 (3.0%)
  Avg Synthesized Cell Area    10.69 µm²
  Yosys Instances    178
  Number of flops mapped to enable cells by yosys    0
  Area share, top type    0.3419
  Dominant cell type by area after synthesis    sky130_fd_sc_hd__dfrtp_1
  Netlist Area Pre-Place    1903 µm²
  Top flip-flop cell by instance count after synthesis    sky130_fd_sc_hd__dfrtp_1
  Register bit count reported by yosys    38
  Synthesized instance count    178
  Fraction of synthesis flops using an asynchronous set or reset pin    0.7105

Routing
  Total via count after detailed routing    1385
  Violation count after the first detailed-routing iteration    105
  Residual antenna-violating net count after detailed routing    0
  Number of search-and-repair iterations in the first detailed-routing pass    16
  Wire length reported by the detailed router    3330 µm
  Antenna diode instance count    0
  Residual DRC count    0
  Via count normalized by instance count    5.585
  Routed length per instance    13.43 µm

Setup path
  Maximum net fanout on the critical path    11
  Worst Setup Start Kind    flip-flop
  CP Data Arrival Time    2.31 ns
  Worst Path Required    2.80 ns
  Critical path capture point type    output port
  Start-to-end type of the worst setup path    flip-flop to output port
  Minimum setup slack among reg-to-reg paths    1.63 ns

Place
  Final weighted congestion of routability-driven global placement    0.9112
  Number of I/O port buffers    19
  Cell total after placement    240
  DPL Wire Length    2428 µm

Flow run
  OpenROAD warnings    25
  Number of violations of the max-capacitance limit    0

Timing
  Fin crit share    0.8599
  Maximum achievable frequency    332.3 MHz
  Worst-Margin Slew    0.8940 ns
  Total Neg Setup Slack    0 ns
  Unrepaired setup endpoints after global routing    false
  Final clock skew    0.006939 ns
  Worst hold margin    0.4561 ns
  Hold Vio Cnt, Final    0
  Clock period minus final worst setup slack    3.010 ns
  Final setup violating endpoints    0
  Relative slew slack    0.4040
  Max Slew Vio Count    0

Global routing
  Global-route wire length before repair    6092 µm
  Maximum number of pins on one net before global-route repair    28
  Number of global-route vias before repair    1361
  Global-route total usage across every layer    0.1527
  Antenna violations before repair    0
  Global-route congestion overflow total    0

Min path
  Type of the worst min-delay path    flip-flop to flip-flop

Status
  Outcome    finished clean
-- final cells by class --
cell class | count | share of cell area
multi-input combinational | 124 | 0.4218
timing repair buffer | 20 | 0.08982
sequential | 38 | 0.4076
inverter | 6 | 0.01023
clock buffer | 8 | 0.04093
tap | 52 | 0.02956
-- critical path: stages, from the launching register on --
cell and delay [ns]:
sky130_fd_sc_hd__dfxtp_1 0.52, sky130_fd_sc_hd__or3b_1 0.40, sky130_fd_sc_hd__a2111oi_2 0.40, sky130_fd_sc_hd__nor2_1 0.12, sky130_fd_sc_hd__o211ai_1 0.11, sky130_fd_sc_hd__clkdlybuf4s50_1 0.48
-- power groups by stage --
stage     Sequential (µW)  Clock [µW]  Combinational, µW
4_1_cts               451         314               28.1
6_report              451         302               27.4
5_1_grt               452         334               30.6
-- Yosys cell counts, types with 2 or more instances --
cell                       number
sky130_fd_sc_hd__dfrtp_1       26
sky130_fd_sc_hd__nor2_1        15
sky130_fd_sc_hd__nand2_1       13
sky130_fd_sc_hd__dfxtp_1       11
sky130_fd_sc_hd__mux2i_1        8
sky130_fd_sc_hd__o21ai_0        8
sky130_fd_sc_hd__inv_1          6
sky130_fd_sc_hd__mux2_4         6
sky130_fd_sc_hd__nand2b_1       6
sky130_fd_sc_hd__clkbuf_1       5
sky130_fd_sc_hd__mux2_2         5
sky130_fd_sc_hd__nand3b_1       5
sky130_fd_sc_hd__nor2b_1        4
sky130_fd_sc_hd__a21oi_1        3
sky130_fd_sc_hd__nand3_1        3
sky130_fd_sc_hd__nand4_1        3
sky130_fd_sc_hd__nor4_1         3
sky130_fd_sc_hd__o211ai_1       3
sky130_fd_sc_hd__a21o_1         2
sky130_fd_sc_hd__buf_2          2
sky130_fd_sc_hd__buf_4          2
sky130_fd_sc_hd__nand4b_1       2
sky130_fd_sc_hd__nor3_1         2
sky130_fd_sc_hd__nor3b_1        2
sky130_fd_sc_hd__nor4_4         2
sky130_fd_sc_hd__o22ai_1        2
sky130_fd_sc_hd__or3_1          2
sky130_fd_sc_hd__xnor2_1        2
-- path summary, 6_finish.rpt --
path,start,end,depth (start not counted)
worst max-delay path,key_code_reg[4],ascii_code[4],5
worst min-delay path,state_current[0],state_current[0],1
worst max register to register,instancia_receptor_teclado_ps2.filter_reg[4],flip-flop,3
worst min register to register,state_current[0],state_current[0],1
max in group asynchronous,reset,instancia_receptor_teclado_ps2.state_reg[0],3
min in group asynchronous,reset,instancia_identificador_teclas.state_reg,3
-- routing by layer --
| metal | vias to the layer above | routed length [µm] | global-route usage |
|---|---|---|---|
| met1 | 652 | 1561 | 0.2390 |
| met5 | - | 0 | 0 |
| met4 | 0 | 0 | 0.02889 |
| met2 | 56 | 1534 | 0.2265 |
| met3 | 0 | 233 | 0.03613 |
| li1 | 677 | - | - |
-- cell families after synthesis --
kind of cell	Yosys count	synth area share
simple gates	69	0.2229
other cells	1	0.001970
compound gates	31	0.1236
fa+ha+maj	1	0.006574
mux	19	0.1190
xor+xnor	3	0.01381
flops	38	0.4714
buf+inv	16	0.04076
-- through the flow --
stage / setup slack [ns] / instance area, µm²
after CTS: 0.4863 / 2201
after floorplan: 1.450 / 1903
after global placement: 0.8331 / 2111
final: 0.4904 / 2201
after detailed placement: 0.8118 / 2111
after global routing: 0.3245 / 2201
Power is estimated from default activity; no workload was simulated.
