$ cat design/flow/config.mk
export PLATFORM = sky130hd
export DESIGN_NAME = timing_generator_VGA
export DESIGN_NICKNAME = timing_generator_VGA
export VERILOG_FILES = /design/flow/design.v
export SDC_FILE = /design/flow/constraint.sdc
export NUM_CORES = 4
export LEC_CHECK = 1
export CORE_UTILIZATION = 40
$ cat design/flow/constraint.sdc
current_design timing_generator_VGA

set clk_period 2.7
set clk_io_pct 0.2

create_clock -name clk0 -period $clk_period [get_ports {clk}]

set non_clock_inputs [all_inputs -no_clocks]
set_input_delay [expr $clk_period * $clk_io_pct] -clock clk0 $non_clock_inputs
set_output_delay [expr $clk_period * $clk_io_pct] -clock clk0 [all_outputs]
$ cat design/flow/design.v
`timescale 1ns / 1ps
module timing_generator_VGA(
input wire clk,reset,
output wire hsync,vsync,video_on,p_tick,
output wire [9:0] pixel_x, pixel_y  
);
localparam HD = 640; 
localparam HF = 48; 
localparam HB = 16; 
localparam HR = 96; 
localparam VD = 480; 
localparam VF = 10; 
localparam VB = 33; 
localparam VR = 2; 
reg cuenta, CV;
reg[9:0] h_count_reg, h_count_next;  
reg[9:0] v_count_reg, v_count_next;  
reg h_sync_reg, v_sync_reg;
wire h_sync_next, v_sync_next;
wire h_end, v_end; 
wire pixel_tick;  
always @(posedge clk, posedge reset)  
begin
if(reset)
	begin  
	h_count_reg <= 0;
	v_count_reg <= 0;
	h_sync_reg <= 1'b0;
	v_sync_reg <= 1'b0;
	end
else
	begin
	h_count_reg <= h_count_next;
	v_count_reg <= v_count_next;
	h_sync_reg <= h_sync_next;
	v_sync_reg <= v_sync_next;		
	end
end
always@(posedge clk, posedge reset)
begin
	if(reset)
	begin
	cuenta <= 0; 
	CV <= 0;
	end
	else
	begin
		if (cuenta == 1'b1)
			begin
			cuenta <= 0;
			CV <= ~CV;  
			end
		else
			cuenta <= cuenta + 1'b1;   
	end
end	
assign pixel_tick = CV;
assign h_end = (h_count_reg == (HD+HF+HB+HR-1));
assign v_end = (v_count_reg == (VD+VF+VB+VR-1));
always@(negedge pixel_tick)
    begin
		if(h_end)
		h_count_next = 0;
		else
		h_count_next = h_count_reg + 1'b1;
    end
always@(negedge pixel_tick)  
begin
	if(h_end)  
		if(v_end)
		v_count_next = 0;
		else
		v_count_next = v_count_reg + 1'b1;
	else
	v_count_next = v_count_reg;  
end
assign h_sync_next = (h_count_reg >= (HD+HB)&&
							 h_count_reg <=(HD+HB+HR-1));
assign v_sync_next = (v_count_reg >= (VD+VB)&&
							 v_count_reg <=(VD+VB+VR-1));
assign video_on = (h_count_reg < HD) && (v_count_reg < VD);  
assign hsync = ~h_sync_reg;
assign vsync = ~v_sync_reg;
assign pixel_x = h_count_reg;  
assign pixel_y = v_count_reg;  
assign p_tick = pixel_tick;  
endmodule
$ cat design/flow/run.sh
#!/bin/bash
# OpenROAD 26Q1-2900-gdf79404cd8, Yosys 0.63+post, stock flow scripts
make -C /OpenROAD-flow-scripts/flow DESIGN_CONFIG=/design/flow/config.mk WORK_HOME=/design/flow/orfs finish
==> flow_summary.toml <==
# flow metrics
[layout]
drive_above_1_share_pct = 8.28
syn_to_final_growth_pct = 21.7

[yosys]
synth_chip_area_mm2 = 0.00167
synth_area_mm2 = 0.00167
synthDistinctLibCells = 29
synthTopCellsByCount = "24 x dfrtp_1, 20 x dfxtp_1, 12 x inv_1"
adder_share_pct = 5.23
synth_top_flop_cell = "dfrtp_1"
synthXorXnorAreaFrac_pct = 7.32
ys_async_sr_fraction_pct = 54.5
topCombFamilyByArea = "simple AND/OR/NAND/NOR gates"
top_cell = "dfrtp_1"
yosys_warnings = 1
ys_cells = 140
top_area_share_pct = 35.9
ys.flops = 44
yosys.area.top_type = "dfrtp_1"
mux_share_pct = 0
ys_top_cells_by_area = "dfrtp_1 36%, dfxtp_1 24%, ha_1 5.2%"
syn_area_per_cell_um2 = 12.0
aoi_share_pct = 3.74
edf_count = 0
simple_gate_share_pct = 20.6
syn_inst = 140
synth_seq_share_pct = 59.8

[critical_path]
r2r_cells = 3
crit_required_ps = 2160
cp_max_fo = 6
critPathLaunchType = "flop"
worstSetupPathType = "reg -> out"
end_kind = "output pin"
crit_arrival_ps = 1770

[clock_network]
cts-root-buf = "clkbuf_8"
cts_tree = "yes"
clockBufferDepth = 2
h-tree-depth = 1
postCtsSetupRepairBufs = 0
cts.clk_slew.worst_paths_ps = 80
numCtsBuffers = 3
cts-resized-gates = 0
clock_latency_ps = 270
ctsHoldBuffers = 0

[global_routing]
grt_antenna_before_repair = 0
grt_pass1_wl_mm = 4.88
overflow = 0
grt_usage_pct = 15.2
grt_start_max_net_pins = 25
grt_pass1_vias = 994

[timing]
finalSetupViolCount = 0
tightestPinTransition_ps = 545
hold_violations = 0
period_minus_slack_ps = 2310
fin_ws_ps = 391
slew_headroom_pct = 63.6
fmax_mhz = 433
post-route-period-util_pct = 85.5
finalMaxSlewViolations = 0
unclocked_pins = 20
untimed_endpoints = 40
finalClockSkew_ps = 4.51
rsz0062_at_grt = "no"
fin_tns_setup_ps = 0

[routing]
wl_mm = 2.90
vias = 1064
drc_errors = 0
avgRoutedWirePerCell_um = 13.3
first_pass_iters = 4
drt_iter0_markers = 32
antenna_left = 0
via_per_inst = 4.86
antenna-diode-count = 0

[placement]
hpwl_mm = 2.08
dp_slack_ps = 690
gp_congestion = 0.785
port_buffers = 25

[run]
max_cap_violations = 0
warnings = 31

[die]
row_count = 23
chip_area_mm2 = 0.00445
core_area_mm2 = 0.00400
ios = 26
die_w_um = 66.7
die_y_um = 66.7
fp_util_pct = 41.9

[power]
peakVddDrop_v = 0.000142
power.total_uw = 615
pwr_density_cell_mw_per_mm2 = 302
power.leakage_uw = 0.000863

[min_path]
hold_path_depth = 1
worstHoldPathType = "reg -> reg"

[run_status]
outcome = "finished, final reports clean"
[layout by cell type, fill, tap and decap left out, types with 5 or more instances in the layout]
cell type and n:
ha_1 7, o21ai_0 5, xor2_1 5, inv_1 12, and3_1 5, dfxtp_1 20, xnor2_1 9, dfrtp_1 24
clkdlybuf4s50_1 25, nand3_1 9, nor2_1 9
[per-stage QoR]
stage	area (um^2)	utilization (%)	hold slack, ps	std cells
2_1_floorplan	1670	-	413	140
3_3_place_gp	1980	49.6	424	215
3_5_place_dp	1980	49.6	431	215
4_1_cts	2040	51.0	443	219
5_1_grt	2040	51.0	465	219
6_report	2040	51.0	441	219
[final timing paths]
check                                  to  slack [ps]           start
setup reg to reg               v_sync_reg        1370  v_count_reg[4]
max in group asynchronous  v_count_reg[0]        1850           reset
hold reg to reg                    cuenta         440          cuenta
setup / recovery                 video_on         390  v_count_reg[5]
hold / removal                     cuenta         440          cuenta
min in group asynchronous  v_count_reg[9]         600           reset
[worst max-delay path, cell delays in order, from the launching register on]
cell and delay [ps]:
dfrtp_1 450, and3_1 220, and2_1 170, nor3_1 180, clkdlybuf4s50_1 480
[layout make-up]
cell class	count	area, um^2
Timing Repair Buffer	26	258
Clock buffer	4	55.1
Multi-Input combinational cell	83	617
Inverter	12	45.0
Tap cell	50	62.6
Fill cell	354	1960
Sequential cell	44	1000
[per-layer routing]
layer	GRT usage [%]	share of wire [%]	vias up	wire (um)
li1	-	-	530	-
met1	25.0	51	512	1480
met2	23.2	46	20	1330
met3	1.39	2.3	2	67
met4	1.86	1.0	0	30
met5	0	0	-	0
[power by group]
part | switching [uW] | internal (uW) | leakage [uW]
clock | 117 | 130 | 0.0000288
sequential | 0 | 359 | 0.000488
combinational | 7.01 | 2.32 | 0.000346
total | 124 | 492 | 0.000863
[cell families after synthesis]
kind of cell / count (synthesis)
XOR/XNOR: 14
flip-flops: 44
buffers and inverters: 13
AND-OR/OR-AND: 11
AND/OR/NAND/NOR: 51
adder cells (fa/ha/maj): 7
Power is estimated from default activity; no workload was simulated.
