[/design/flow/design.v]
`timescale 1ns / 1ps
module generador_figuras
(
input wire video_on, 
input wire [9:0] pixel_x, pixel_y, 
output wire graph_on,  
output reg [11:0] fig_RGB   
);
localparam Borde_H1_XI = 1;  
localparam Borde_H1_XD = 639;  
localparam Borde_H1_YA = 1;  
localparam Borde_H1_YD = 11;  
assign Borde_H1_on = (pixel_x>=Borde_H1_XI)&&(pixel_x<=Borde_H1_XD)&&(pixel_y>=Borde_H1_YA)&&(pixel_y<=Borde_H1_YD); 
localparam Borde_H2_XI = 1;  
localparam Borde_H2_XD = 639;  
localparam Borde_H2_YA = 140;  
localparam Borde_H2_YD = 150;  
assign Borde_H2_on = (pixel_x>=Borde_H2_XI)&&(pixel_x<=Borde_H2_XD)&&(pixel_y>=Borde_H2_YA)&&(pixel_y<=Borde_H2_YD); 
localparam Borde_H3_XI = 1;  
localparam Borde_H3_XD = 11;  
localparam Borde_H3_YA = 1;  
localparam Borde_H3_YD = 140;  
assign Borde_H3_on = (pixel_x>=Borde_H3_XI)&&(pixel_x<=Borde_H3_XD)&&(pixel_y>=Borde_H3_YA)&&(pixel_y<=Borde_H3_YD);     
localparam Borde_H4_XI = 628;  
localparam Borde_H4_XD = 638;  
localparam Borde_H4_YA = 1;  
localparam Borde_H4_YD = 140;  
assign Borde_H4_on = (pixel_x>=Borde_H4_XI)&&(pixel_x<=Borde_H4_XD)&&(pixel_y>=Borde_H4_YA)&&(pixel_y<=Borde_H4_YD);
localparam Borde_F1_XI = 1;  
localparam Borde_F1_XD = 280;  
localparam Borde_F1_YA = 150;  
localparam Borde_F1_YD = 160;  
assign Borde_F1_on = (pixel_x>=Borde_F1_XI)&&(pixel_x<=Borde_F1_XD)&&(pixel_y>=Borde_F1_YA)&&(pixel_y<=Borde_F1_YD); 
localparam Borde_F2_XI = 1;  
localparam Borde_F2_XD = 280;  
localparam Borde_F2_YA = 270;  
localparam Borde_F2_YD = 280;  
assign Borde_F2_on = (pixel_x>=Borde_F2_XI)&&(pixel_x<=Borde_F2_XD)&&(pixel_y>=Borde_F2_YA)&&(pixel_y<=Borde_F2_YD); 
localparam Borde_F3_XI = 1;  
localparam Borde_F3_XD = 11;  
localparam Borde_F3_YA = 150;  
localparam Borde_F3_YD = 280;  
assign Borde_F3_on = (pixel_x>=Borde_F3_XI)&&(pixel_x<=Borde_F3_XD)&&(pixel_y>=Borde_F3_YA)&&(pixel_y<=Borde_F3_YD);     
localparam Borde_F4_XI = 270;  
localparam Borde_F4_XD = 280;  
localparam Borde_F4_YA = 150;  
localparam Borde_F4_YD = 280;  
assign Borde_F4_on = (pixel_x>=Borde_F4_XI)&&(pixel_x<=Borde_F4_XD)&&(pixel_y>=Borde_F4_YA)&&(pixel_y<=Borde_F4_YD);
localparam Borde_T1_XI = 1;  
localparam Borde_T1_XD = 280;  
localparam Borde_T1_YA = 280;  
localparam Borde_T1_YD = 290;  
assign Borde_T1_on = (pixel_x>=Borde_T1_XI)&&(pixel_x<=Borde_T1_XD)&&(pixel_y>=Borde_T1_YA)&&(pixel_y<=Borde_T1_YD); 
localparam Borde_T2_XI = 1;  
localparam Borde_T2_XD = 280;  
localparam Borde_T2_YA = 468;  
localparam Borde_T2_YD = 478;  
assign Borde_T2_on = (pixel_x>=Borde_T2_XI)&&(pixel_x<=Borde_T2_XD)&&(pixel_y>=Borde_T2_YA)&&(pixel_y<=Borde_T2_YD); 
localparam Borde_T3_XI = 1;  
localparam Borde_T3_XD = 11;  
localparam Borde_T3_YA = 280;  
localparam Borde_T3_YD = 478;  
assign Borde_T3_on = (pixel_x>=Borde_T3_XI)&&(pixel_x<=Borde_T3_XD)&&(pixel_y>=Borde_T3_YA)&&(pixel_y<=Borde_T3_YD);     
localparam Borde_T4_XI = 270;  
localparam Borde_T4_XD = 280;  
localparam Borde_T4_YA = 280;  
localparam Borde_T4_YD = 478;  
assign Borde_T4_on = (pixel_x>=Borde_T4_XI)&&(pixel_x<=Borde_T4_XD)&&(pixel_y>=Borde_T4_YA)&&(pixel_y<=Borde_T4_YD);
localparam Borde_C1_XI = 280;  
localparam Borde_C1_XD = 639;  
localparam Borde_C1_YA = 150;  
localparam Borde_C1_YD = 160;  
assign Borde_C1_on = (pixel_x>=Borde_C1_XI)&&(pixel_x<=Borde_C1_XD)&&(pixel_y>=Borde_C1_YA)&&(pixel_y<=Borde_C1_YD); 
localparam Borde_C2_XI = 280;  
localparam Borde_C2_XD = 639;  
localparam Borde_C2_YA = 468;  
localparam Borde_C2_YD = 478;  
assign Borde_C2_on = (pixel_x>=Borde_C2_XI)&&(pixel_x<=Borde_C2_XD)&&(pixel_y>=Borde_C2_YA)&&(pixel_y<=Borde_C2_YD); 
localparam Borde_C3_XI = 280;  
localparam Borde_C3_XD = 290;  
localparam Borde_C3_YA = 150;  
localparam Borde_C3_YD = 478;  
assign Borde_C3_on = (pixel_x>=Borde_C3_XI)&&(pixel_x<=Borde_C3_XD)&&(pixel_y>=Borde_C3_YA)&&(pixel_y<=Borde_C3_YD);     
localparam Borde_C4_XI = 628;  
localparam Borde_C4_XD = 638;  
localparam Borde_C4_YA = 150;  
localparam Borde_C4_YD = 478;  
assign Borde_C4_on = (pixel_x>=Borde_C4_XI)&&(pixel_x<=Borde_C4_XD)&&(pixel_y>=Borde_C4_YA)&&(pixel_y<=Borde_C4_YD);
always @*
begin
	if(~video_on) 
	fig_RGB = 12'h000; 
        else if (Borde_H1_on)
        begin
        fig_RGB = 12'hF00; 
        end
        else if (Borde_H2_on)
        begin
        fig_RGB = 12'hF00; 
        end
        else if (Borde_H3_on)
        begin
        fig_RGB = 12'hF00; 
        end
        else if (Borde_H4_on)
        begin
        fig_RGB = 12'hF00; 
        end
        else if (Borde_F1_on)
        begin
        fig_RGB = 12'h00F; 
        end
        else if (Borde_F2_on)
        begin
        fig_RGB = 12'h00F; 
        end
        else if (Borde_F3_on)
        begin
        fig_RGB = 12'h00F; 
        end
        else if (Borde_F4_on)
        begin
        fig_RGB = 12'h00F; 
        end
        else if (Borde_T1_on)
        begin
        fig_RGB = 12'h4F0; 
        end
        else if (Borde_T2_on)
        begin
        fig_RGB = 12'h4F0; 
        end
        else if (Borde_T3_on)
        begin
        fig_RGB= 12'h4F0; 
        end
        else if (Borde_T4_on)
        begin
        fig_RGB = 12'h4F0; 
        end                               
        else if (Borde_C1_on)
        begin
        fig_RGB = 12'h0FF; 
        end
        else if (Borde_C2_on)
        begin
        fig_RGB = 12'h0FF; 
        end
        else if (Borde_C3_on)
        begin
        fig_RGB = 12'h0FF; 
        end
        else if (Borde_C4_on)
        begin
        fig_RGB = 12'h0FF; 
        end
end
assign graph_on = Borde_H1_on | Borde_H2_on | Borde_H3_on|Borde_H4_on|Borde_F1_on | Borde_F2_on | Borde_F3_on|Borde_F4_on|Borde_T1_on | Borde_T2_on | Borde_T3_on|Borde_T4_on|Borde_C1_on | Borde_C2_on | Borde_C3_on|Borde_C4_on;  
endmodule
[/design/flow/run.sh]
#!/bin/bash
# OpenROAD 26Q1-2900-gdf79404cd8, Yosys 0.63+post, stock flow scripts
make -C /OpenROAD-flow-scripts/flow DESIGN_CONFIG=/design/flow/config.mk WORK_HOME=/design/flow/orfs finish
[/design/flow/config.mk]
export PLATFORM = sky130hd
export DESIGN_NAME = generador_figuras
export DESIGN_NICKNAME = generador_figuras
export VERILOG_FILES = /design/flow/design.v
export SDC_FILE = /design/flow/constraint.sdc
export NUM_CORES = 4
export LEC_CHECK = 1
export CORE_AREA = 10 10 80 80
export DIE_AREA = 0 0 90 90
[/design/flow/constraint.sdc]
current_design generador_figuras

set clk_period 3.2
set clk_io_pct 0.2

create_clock -name clk0 -period $clk_period

set non_clock_inputs [all_inputs -no_clocks]
set_input_delay [expr $clk_period * $clk_io_pct] -clock clk0 $non_clock_inputs
set_output_delay [expr $clk_period * $clk_io_pct] -clock clk0 [all_outputs]
==> out/metrics.yaml <==
outcome:
  result_of_the_run: "complete, but fails checks"
  failed_checks: "setup timing"
final_timing:
  number_of_register_pins_that_no_clock_reaches: 4
  drv_slew: 0
  rsz0062_at_grt: "true"
  slew_headroom_pct: 66.8
  timing_worst_slew_pin_value_ns: 0.494
  fmax_mhz: 310
  report.final.setup_viol: 1
  hold_violations: 0
  fin_ws_ns: -0.0212
  final.hold.worst_slack_ns: 1.98
  min_period_ns: 3.22
  unconstrained_endpoints: 16
  final_min_period_over_clock_period_pct: 101
die:
  die_h_um: 90
  row_count: 25
  die_footprint_um2: 8100
  fp_density_pct: 17.0
  dieWidth_um: 90
  floorplan.io_pins: 34
  placeableCoreArea_um2: 4720
yosys:
  ys_async_sr_fraction_pct: 0
  synth_area_per_cell_um2: 6.91
  yosysTopAreaCellShare_pct: 7.49
  ys_dominant_reg_cell: "sky130_fd_sc_hd__dlxtn_1"
  synth_flop_count: 4
  synth.cell_area_um2: 802
  enable_flop_cells: 0
  yosysWarningCount: 17
  post-synth-top-area-cell: "sky130_fd_sc_hd__dlxtn_1"
  synth_stat.cells: 116
  netlist_top_cells_area: "sky130_fd_sc_hd__dlxtn_1 7.5%, sky130_fd_sc_hd__buf_4 7.5%, sky130_fd_sc_hd__nand2_1 4.2%"
  number_of_standard_cells_after_synthesis: 116
  ys_area_um2: 802
  synth.distinct_cells: 52
worst_setup_path:
  cp_num_buf_inv: 3
  data_arrival_time_of_the_critical_path_ns: 2.58
  max_stage_delay_ns: 0.55
  data_required_time_of_the_worst_path_ns: 2.56
  worst-path-max-fanout: 2
  cpLargestDelayFamily: "simple AND/OR/NAND/NOR gates"
  critPathLaunchType: "input port"
  crit_path_top_delay_cell: "sky130_fd_sc_hd__or4_4"
  critical_path.endpoint_type: "output pin"
  critical_path.cell_chain: "buf_6 -> or4_4 -> nor4b_4 -> o32ai_2 -> buf_4 -> o31ai_2 -> nand2_2 -> or4_4 -> buf_2"
  crit_path_frequent_cell: "sky130_fd_sc_hd__or4_4"
  criticalPathCategory: "in -> out"
flow_run:
  maxCapViolations: 0
  openroad.warnings: 34
power_and_ir_drop:
  power.share.sequential_pct: 3.4
  pwr-share-clk_pct: 0
  internal-power_mw: 0.0798
  vdd.ir_drop.worst_mv: 0.0420
  combinationalPowerShare_pct: 96.6
  p_leak_nw: 0.638
  netSwitchingFraction_pct: 43.4
  power_per_cell_area_nw_per_um2: 91.9
  switching_power_mw: 0.0611
finish:
  final_cell_area_um2: 1530
  largest_register_ff_count: 4
  layout.filler_cells: 486
  core_util_final_pct: 32.5
  post_layout_nonfiller_instances: 247
  layout_top_cells_excl_fill_tap: "42 x sky130_fd_sc_hd__buf_4, 14 x sky130_fd_sc_hd__clkdlybuf4s50_1, 12 x sky130_fd_sc_hd__dlygate4sd2_1"
  flop_area_um2: 60.1
  most_instantiated_logic_cell_after_routing: "sky130_fd_sc_hd__buf_4"
  post_route_cells_drive_above_1_share_pct: 42.8
  final-comb-area_um2: 724
  syn_to_final_growth_pct: 91.1
drt:
  diodes: 0
  drcViolationCount: 0
  detailedRoute.firstIterationViolations: 42
  totalWireLength_mm: 2.86
  detail_route.first_pass.iterations: 4
  route.vias.total: 1142
  postRouteAntennaNets: 0
  route.detailed.wl_per_inst_um: 11.6
  vias_per_cell: 4.62
global_routing:
  grt_first_pass_wirelength_mm: 4.87
  antenna_found_initial: 0
  grt_remaining_overflow: 0
  grt_util_all_layers_pct: 6.66
  via_count_of_the_first_global_routing_pass: 1077
  grt_start_max_net_pins: 9
place:
  dp_cells: 239
  detailed_place_hpwl_mm: 2.43
  total_cell_area_at_the_placement_stage_um2: 1420
  gp_routability_congestion: 0.856
  numPortBuffers: 34
  dp_worst_setup_slack_ns: -0.656
hold_path:
  hold_crit_path_type: "in -> out"
## kinds of logic after synthesis
kind of cell | count (synthesis) | share of synthesized area (%)
AOI/OAI and AO/OA | 38 | 36.5
and+or+nand+nor | 56 | 43.7
buffers and inverters | 18 | 12.3
latches | 4 | 7.49
## metal layers
layer  up-vias  global-route usage [%]  part of all wire [%]  routed length, um
li1        586                       -                     -                  -
met1       528                    9.60                    49               1410
met2        28                    10.7                    45               1300
met3         0                    1.17                   5.3                151
met4         0                       0                     0                  0
met5         -                       0                     0                  0
## cells in the mapped netlist (2+ instances only)
| master | count |
|---|---|
| sky130_fd_sc_hd__nand2_1 | 9 |
| sky130_fd_sc_hd__a31oi_1 | 3 |
| sky130_fd_sc_hd__nor3_1 | 2 |
| sky130_fd_sc_hd__nor2b_1 | 2 |
| sky130_fd_sc_hd__nor3b_1 | 2 |
| sky130_fd_sc_hd__a41oi_1 | 2 |
| sky130_fd_sc_hd__o211ai_1 | 3 |
| sky130_fd_sc_hd__or4_1 | 3 |
| sky130_fd_sc_hd__buf_4 | 8 |
| sky130_fd_sc_hd__inv_1 | 3 |
| sky130_fd_sc_hd__o2111a_1 | 2 |
| sky130_fd_sc_hd__nand3b_1 | 2 |
| sky130_fd_sc_hd__nand3_1 | 5 |
| sky130_fd_sc_hd__nor2_1 | 9 |
| sky130_fd_sc_hd__clkbuf_1 | 5 |
| sky130_fd_sc_hd__nor4_1 | 3 |
| sky130_fd_sc_hd__dlxtn_1 | 4 |
| sky130_fd_sc_hd__o32ai_1 | 2 |
| sky130_fd_sc_hd__a22oi_1 | 2 |
| sky130_fd_sc_hd__o21ai_0 | 5 |
| sky130_fd_sc_hd__a211oi_1 | 3 |
| sky130_fd_sc_hd__a21oi_1 | 3 |
| sky130_fd_sc_hd__and2_1 | 2 |
| sky130_fd_sc_hd__or3_1 | 2 |
| sky130_fd_sc_hd__a31o_2 | 3 |
## power by group through the flow
| stage | Combinational (mW) | Clock (mW) | Sequential (mW) |
|---|---|---|---|
| final | 0.136 | 0 | 0.00478 |
| after global routing | 0.149 | 0 | 0.00508 |
| after CTS | 0.132 | 0 | 0.00482 |
## cell type report
class	instances	area share, %
multi-input combinational	94	47.3
timing repair buffer	79	42.6
tap	67	5.47
sequential	4	3.92
inverter	3	0.735
## final timing paths
check | depth (start not counted) | end | startpoint
min | 8 | graph_on | pixel_x[0]
max | 9 | graph_on | pixel_x[0]
## stage by stage
stage	power [mW]	TNS, ns
after floorplan	0.0540	0
final	0.141	-0.0212
after detailed placement	0.133	-0.656
after CTS	0.137	-0.110
after global placement	0.133	-0.631
after global routing	0.154	-0.0713
## what timing repair did
action                                  CTS  global route
gates cloned                              0             0
hold buffers                              0             0
setup buffers                             6             2
endpoints found under the setup margin    1             1
pin swaps                                16             7
resized                                  48            10
Power figures rest on the tool's default switching activity, not on a simulated workload.
