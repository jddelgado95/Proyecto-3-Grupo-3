$ cat flow/design.v
`timescale 1ns / 1ps
module Com_Proy_RTC_Bi(  
	input clk,
	input in_flag_escritura, 
	input in_flag_lectura,
	input in_direccion_dato,
	input [7:0]in_dato, 
	output reg [7:0]out_reg_dato, 
	input [7:0]addr_RAM, 
	inout tri [7:0]dato  
    );
    reg [7:0]dato_secundario;
    reg [7:0]next_out_dato;
    assign dato = (in_flag_escritura)? dato_secundario : 8'bZ;  
    always@(posedge clk) begin
        out_reg_dato <= next_out_dato;
    end
    always @(*)
    begin
        case({in_flag_escritura,in_flag_lectura,in_direccion_dato})
            3'b000: begin dato_secundario = 8'd0;  
            next_out_dato = out_reg_dato;
            end
            3'b011: begin dato_secundario = 8'd0; 
            next_out_dato = dato;
            end 
            3'b100: begin dato_secundario = addr_RAM; 
            next_out_dato = out_reg_dato;
            end 
            3'b101: begin  dato_secundario = in_dato; 
            next_out_dato = out_reg_dato;
            end
            default: begin
            dato_secundario = 8'd0;  
            next_out_dato = out_reg_dato;
            end
        endcase
    end
endmodule
`timescale 1ns / 1ps
module Ctrl_RTC_Sig(
    input wire clk,
	input wire reset,
	input wire in_escribir_leer,  
	input wire en_funcion,  
	output reg reg_a_d,  
	output reg reg_cs,
	output reg reg_wr,
	output reg reg_rd,
	output reg out_direccion_dato,  
	output wire flag_done  
    ); 
    localparam
    espera = 1'b1,
    leer_escribir = 1'b0;
    localparam N = 5;
    reg [N-1:0] q_reg;
    reg [N-1:0] q_next;
    reg state_reg, state_next;
    reg reset_count;
    always @(posedge clk, posedge reset_count)
    begin
        if (reset_count) q_reg <= 0;  
         else  q_reg <= q_next;	  
    end
    always@*
    begin
    q_next <= q_reg + 1'b1;  
    end
    assign flag_done = (q_reg == 23) ? 1'b1 : 1'b0; 
    always @(posedge clk, posedge reset)
    begin
      if (reset)
         state_reg <= espera;
      else
         state_reg <= state_next;
    end
      always@*
       begin
        state_next = state_reg;   
        case(state_reg)
        espera: 
          begin
                reg_a_d = 1'b1;
                reg_cs = 1'b1;
                reg_wr = 1'b1;
                reg_rd = 1'b1;
                out_direccion_dato = 1'b0;  
                reset_count = 1'b1;  
                if(en_funcion) state_next = leer_escribir;  
                else state_next = espera;  
            end
        leer_escribir:
        begin
        reset_count = 1'b0;  
        case(q_reg)
            5'd0: begin  
                reg_a_d = 1'b1;
                reg_cs = 1'b1;
                reg_rd = 1'b1;
                reg_wr = 1'b1;
                out_direccion_dato = 1'b0;
            end 
            5'd1: begin  
                reg_a_d = 1'b0;
                reg_cs = 1'b1;
                reg_wr = 1'b1;
                reg_rd = 1'b1;
                out_direccion_dato = 1'b0;
            end
            5'd2: begin 
                reg_a_d = 1'b0;
                reg_cs = 1'b0;
                reg_wr = 1'b0;
                reg_rd = 1'b1;
                out_direccion_dato = 1'b0;
                end
            5'd3: begin
                reg_a_d = 1'b0;
                reg_cs = 1'b0;
                reg_wr = 1'b0;
                reg_rd = 1'b1;
                out_direccion_dato = 1'b0;
            end
            5'd4: begin
                reg_a_d = 1'b0;
                reg_cs = 1'b0;
                reg_wr = 1'b0;
                reg_rd = 1'b1;
                out_direccion_dato = 1'b0;
                end
            5'd5: begin
                reg_a_d = 1'b0;
                reg_cs = 1'b0;
                reg_wr = 1'b0;
                reg_rd = 1'b1;
                out_direccion_dato = 1'b0;
                end
            5'd6: begin
                reg_a_d = 1'b0;
                reg_cs = 1'b0;
                reg_wr = 1'b0;
                reg_rd = 1'b1;
                out_direccion_dato = 1'b0;
            end
            5'd7: begin
                reg_a_d = 1'b0;
                reg_cs = 1'b0;
                reg_wr = 1'b0;
                reg_rd = 1'b1;
                out_direccion_dato = 1'b0;
            end
            5'd8: begin
                reg_a_d = 1'b0;
                reg_cs = 1'b0;
                reg_wr = 1'b0;
                reg_rd = 1'b1;
                out_direccion_dato = 1'b0;
                end
            5'd9:begin 
                reg_a_d = 1'b0;
                reg_cs = 1'b1;
                reg_wr = 1'b1;
                reg_rd = 1'b1;
                out_direccion_dato = 1'b0;
            end
            5'd10: begin
                reg_a_d = 1'b1;
                reg_cs = 1'b1;
                reg_wr = 1'b1;
                reg_rd = 1'b1;
                out_direccion_dato = 1'b0;
            end
            5'd11: begin
                reg_a_d = 1'b1;
                reg_cs = 1'b1;
                reg_wr = 1'b1;
                reg_rd = 1'b1;
                out_direccion_dato = 1'b0;
            end
            5'd12: begin
                reg_a_d = 1'b1;
                reg_cs = 1'b1;
                reg_wr = 1'b1;
                reg_rd = 1'b1;
                out_direccion_dato = 1'b0;
            end
            5'd13: begin
                reg_a_d = 1'b1;
                reg_cs = 1'b1;
                reg_wr = 1'b1;
                reg_rd = 1'b1;
                out_direccion_dato = 1'b0;
                end
            5'd14: begin
                reg_a_d = 1'b1;
                reg_cs = 1'b1;
                reg_wr = 1'b1;
                reg_rd = 1'b1;
                out_direccion_dato = 1'b0;
            end
            5'd15: begin
                reg_a_d = 1'b1;
                out_direccion_dato = 1'b1;  
                if (in_escribir_leer)begin
                reg_cs = 1'b0;
                reg_wr = 1'b0;
                reg_rd = 1'b1;
                end
                else begin  
                reg_cs = 1'b0;
                reg_wr = 1'b1;
                reg_rd = 1'b0;
            end
            end
            5'd16:begin
                reg_a_d = 1'b1;
                out_direccion_dato = 1'b1;
                if (in_escribir_leer)begin
                reg_cs = 1'b0;
                reg_wr = 1'b0;
                reg_rd = 1'b1;
                end
                else begin
                reg_cs = 1'b0;
                reg_wr = 1'b1;
                reg_rd = 1'b0;
            end
            end
            5'd17:begin
                reg_a_d = 1'b1;
                out_direccion_dato = 1'b1;
                if (in_escribir_leer)begin
                reg_cs = 1'b0;
                reg_wr = 1'b0;
                reg_rd = 1'b1;
                end
                else begin
                reg_cs = 1'b0;
                reg_wr = 1'b1;
                reg_rd = 1'b0;
                end
            end
            5'd18:begin
                reg_a_d = 1'b1;
                out_direccion_dato = 1'b1;
                if (in_escribir_leer)begin
                reg_cs = 1'b0;
                reg_wr = 1'b0;
                reg_rd = 1'b1;
                end
                else begin
                reg_cs = 1'b0;
                reg_wr = 1'b1;
                reg_rd = 1'b0;
                end
            end
            5'd19: begin
                reg_a_d = 1'b1;
                out_direccion_dato = 1'b1;
                if (in_escribir_leer)begin
                reg_cs = 1'b0;
                reg_wr = 1'b0;
                reg_rd = 1'b1;
                end
                else begin
                reg_cs = 1'b0;
                reg_wr = 1'b1;
                reg_rd = 1'b0;
            end
            end
            5'd20: begin
                reg_a_d = 1'b1;
                out_direccion_dato = 1'b1;
                if (in_escribir_leer)begin
                reg_cs = 1'b0;
                reg_wr = 1'b0;
                reg_rd = 1'b1;
                end
                else begin
                reg_cs = 1'b0;
                reg_wr = 1'b1;
                reg_rd = 1'b0;
            end
            end
            5'd21: begin
                reg_a_d = 1'b1;
                out_direccion_dato = 1'b1;
                if (in_escribir_leer)begin
                reg_cs = 1'b0;
                reg_wr = 1'b0;
                reg_rd = 1'b1;
                end
                else begin
                reg_cs = 1'b0;
                reg_wr = 1'b1;
                reg_rd = 1'b0;
            end end
            5'd22: begin reg_a_d = 1'b1;
                reg_cs = 1'b1;
                reg_wr = 1'b1;
                reg_rd = 1'b1;
                out_direccion_dato = 1'b1;
                end
            5'd23: 
            begin reg_a_d = 1'b1;
                reg_cs = 1'b1;
                reg_wr = 1'b1;
                reg_rd = 1'b1; 
                out_direccion_dato = 1'b0;
                state_next = espera;
            end
            default: begin  
            state_next = leer_escribir;
            reg_a_d = 1'b1;
            reg_cs =  1'b1;
            reg_rd =  1'b1;
            reg_wr =  1'b1;
            out_direccion_dato =  1'b0;
            end 
            endcase	 
        end
        default: begin
        state_next = espera;
        reg_cs = 1'd1;
        reg_a_d = 1'd1;
        reg_wr = 1'd1;
        reg_rd = 1'd1;
        out_direccion_dato = 1'd0;
        end
        endcase
    end
endmodule
`timescale 1ns / 1ps
module Esc_Lec_RTC(  
	input wire clk,reset,
	input wire [7:0] in_dato, port_id,  
	input wire write_strobe, k_write_strobe, read_strobe,  
	output wire reg_a_d,reg_cs,reg_rd,reg_wr, 
	output wire[7:0]out_dato,  
	output reg flag_done,  
	inout [7:0]dato  
);
    wire fin_lectura_escritura; 
    reg en_funcion;  
    reg [7:0]addr_RAM,dato_escribir; 
    reg [7:0]reg_addr_RAM, reg_dato_escribir;
    reg reg_escribir_leer,escribir_leer;
    reg state_reg_flag,state_next_flag;
    wire direccion_dato;
    Com_Proy_RTC_Bi  instance_driver_bus_bidireccional (  
         .clk(clk),
        .in_flag_escritura(~reg_wr), 
        .in_flag_lectura(~reg_rd), 
        .in_direccion_dato(direccion_dato),  
        .in_dato(dato_escribir), 
        .out_reg_dato(out_dato),  
        .addr_RAM(addr_RAM), 
        .dato(dato)
        );
    Ctrl_RTC_Sig instance_signal_control_rtc_generator (
        .clk(clk), 
        .reset(reset), 
        .in_escribir_leer(escribir_leer), 
        .en_funcion(en_funcion),
        .reg_a_d(reg_a_d), 		
        .reg_cs(reg_cs), 
        .reg_wr(reg_wr), 
        .reg_rd(reg_rd), 
        .out_direccion_dato(direccion_dato), 
        .flag_done(fin_lectura_escritura)
        );
    always@(posedge clk)
    begin
        if(port_id == 8'h0E) en_funcion <= 1'b1;  
        else en_funcion <= 1'b0;
    end
    always@(negedge clk , posedge reset) begin
        if (reset)begin  
            addr_RAM <= 8'h0;
            dato_escribir <= 8'h0;
            escribir_leer <= 1'b0;
        end
        else begin
            addr_RAM <= reg_addr_RAM;
            dato_escribir <= reg_dato_escribir;
            escribir_leer <= reg_escribir_leer;
        end
    end
    always@* begin
        if (write_strobe == 1'b1 || k_write_strobe == 1'b1) begin
        case (port_id)
        8'h00: begin  
        reg_addr_RAM = in_dato;  
        reg_dato_escribir = dato_escribir; 
        reg_escribir_leer = escribir_leer;
        end
        8'h01: begin  
        reg_dato_escribir = in_dato;  
        reg_addr_RAM = addr_RAM;
        reg_escribir_leer = escribir_leer;
        end
        8'h0E: begin  
        reg_addr_RAM = addr_RAM; 
        reg_dato_escribir = dato_escribir;
        reg_escribir_leer = in_dato[0];
        end
        default: begin  
        reg_addr_RAM = addr_RAM;
        reg_dato_escribir = dato_escribir;
        reg_escribir_leer = escribir_leer;
        end
        endcase	
        end
        else begin
        reg_addr_RAM = addr_RAM;
        reg_dato_escribir = dato_escribir;
        reg_escribir_leer = escribir_leer;
        end
    end
    always @ (negedge clk, posedge reset) begin 
        if (reset) state_reg_flag <= 1'b0;
        else state_reg_flag <= state_next_flag;
    end
    always@* 
    begin
    state_next_flag = state_reg_flag;
        case (state_reg_flag)
        1'b0: begin
            flag_done = 8'h00;
            if (fin_lectura_escritura == 1) state_next_flag = 1'b1;  
            else state_next_flag = 1'b0;
            end
        1'b1: begin
            flag_done = 8'h01;
            if(port_id == 8'h0F && read_strobe == 1)  state_next_flag = 1'b0; 
            else  state_next_flag = 1'b1;  
        end
        endcase
end
endmodule
$ cat flow/run.sh
#!/bin/bash
# OpenROAD 26Q1-2900-gdf79404cd8, Yosys 0.63+post, stock flow scripts
make -C /OpenROAD-flow-scripts/flow DESIGN_CONFIG=/design/flow/config.mk WORK_HOME=/design/flow/orfs finish
$ cat flow/config.mk
export PLATFORM = sky130hd
export DESIGN_NAME = Esc_Lec_RTC
export DESIGN_NICKNAME = Esc_Lec_RTC
export VERILOG_FILES = /design/flow/design.v
export SDC_FILE = /design/flow/constraint.sdc
export NUM_CORES = 4
export LEC_CHECK = 1
export CORE_UTILIZATION = 30
$ cat flow/constraint.sdc
current_design Esc_Lec_RTC

set clk_period 4.4
set clk_io_pct 0.2

create_clock -name clk0 -period $clk_period [get_ports {clk}]

set non_clock_inputs [all_inputs -no_clocks]
set_input_delay [expr $clk_period * $clk_io_pct] -clock clk0 $non_clock_inputs
set_output_delay [expr $clk_period * $clk_io_pct] -clock clk0 [all_outputs]
==> out/qor.log <==
INFO  synthesis      ys_cells=122
INFO  final_layout   finalCoreUtilization=43.0%
INFO  final_layout   reg_top3=addr_RAM (8), dato_escribir (8), instance_driver_bus_bidireccional.out_reg_dato (8)
INFO  critical_path  worst_setup_path_startpoint=escribir_leer
INFO  drt            pre_repair_dr_iteration_count=4
INFO  critical_path  rrSetupSlack=0.84ns
INFO  clock_network  clk_pin_slew_worst_paths=0.07ns
INFO  critical_path  worstSetupStartpointType=flip-flop
INFO  synthesis      fraction_of_synthesis_flops_using_an_asynchronous_set_or_reset_pin=72.7%
INFO  sta            fin_skew=0.00886ns
INFO  synthesis      top_area_share=28.2%
INFO  clock_network  numCtsBuffers=5
INFO  synthesis      synth_seq_share=54.0%
INFO  min_path       min-delay-path-class=reg2async
INFO  clock_network  cts_tree=built
INFO  synthesis      synthDominantAreaCellType=sky130_fd_sc_hd__dfrtn_1
INFO  critical_path  path_class=reg2out
INFO  synthesis      synthesis.area_per_instance=13.1squm
INFO  synthesis      yosys.stat.chipArea=0.00160sqmm
INFO  floorplanning  chipArea=0.00562sqmm
INFO  flow_run       drv_cap=0
INFO  drt            routed_wl_per_cell=12.3um
INFO  critical_path  setup.worst_path.end=dato[4]
INFO  synthesis      mappedNetlistArea=0.00160sqmm
INFO  clock_network  clock_path_buffers=2
INFO  clock_network  numClockSinks=33
INFO  drt            final_antenna_net_count=0
INFO  drt            drt-total-wl=2950um
INFO  final_layout   stdcell_area=0.00220sqmm
INFO  critical_path  critical_path.reg2reg.startpoint=escribir_leer
INFO  drt            vias_per_cell=4.51
INFO  critical_path  critPathArrivalTime=3.44ns
INFO  critical_path  regToRegEndpoint=instance_driver_bus_bidireccional.out_reg_dato[5]
INFO  clock_network  root_buffer=sky130_fd_sc_hd__clkbuf_8
INFO  critical_path  worst_path_maximum_fanout=8
INFO  clock_network  htreeDepth=2
INFO  critical_path  length_in_cells_of_the_worst_reg_to_reg_path=3
INFO  synthesis      postSynth.topFlopCell=sky130_fd_sc_hd__dfrtn_1
INFO  synthesis      most_common_cell=sky130_fd_sc_hd__dfrtn_1
INFO  placed_design  port_buffers=33
INFO  run_status     run_status=finished clean
INFO  placed_design  placed_area=0.00206sqmm
INFO  critical_path  critical_path.endpoint_type=output pin
INFO  floorplanning  pin_count=42
INFO  placed_design  placement.setup.worst_slack=-0.542ns
INFO  sta            final_hold_viol_count=0
INFO  power          power.density=277mW/mm^2
INFO  placed_design  detailedPlacementHpwl=2190um
INFO  final_layout   final-instance-count-excl-fill=240
INFO  drt            diodes=0
INFO  clock_network  clock.latency.late_pin=0.28ns
INFO  sta            tightestPinTransition=0.600ns
INFO  sta            setup_viol_count_final=0
INFO  synthesis      largest_cells_by_area_after_synthesis=sky130_fd_sc_hd__dfrtn_1, sky130_fd_sc_hd__edfxtp_1, sky130_fd_sc_hd__dfrtp_1
INFO  synthesis      synth.top_cells.by_count=sky130_fd_sc_hd__dfrtn_1, sky130_fd_sc_hd__nor2_1, sky130_fd_sc_hd__mux2_2, sky130_fd_sc_hd__mux2i_1
INFO  placed_design  globalplace.congestion=0.872
INFO  sta            fin_hold_ws=0.246ns
INFO  global_routing grt_pass1_vias=1015
INFO  synthesis      post_synth_inst_count=122
INFO  drt            drt_first_iter_violations=92
INFO  final_layout   layout-area-overhead-vs-synth=37.6%
INFO  critical_path  required_time_at_the_worst_slack_endpoint=3.52ns
INFO  power          power.leakage=0.923nW
INFO  sta            max_slew_vio_count=0
INFO  sta            rsz0062_at_grt=yes
INFO  floorplanning  floorplan.die.width=75.0um
INFO  global_routing gr-total-overflow=0
INFO  global_routing antenna_found_initial=0
INFO  floorplanning  placement_rows=26
INFO  flow_run       openroad.warnings=29
INFO  global_routing first_pass_grt_wire_length=4650um
INFO  power          worst_ir_drop_vdd=0.121mV
INFO  floorplanning  die.size.y=75.0um
INFO  global_routing grt_max_degree=20
INFO  synthesis      numSynthFlops=33
INFO  final_layout   drive_above_1_share=27.1%
INFO  floorplanning  core-area=0.00511sqmm
INFO  clock_network  hold_buffer_count_at_cts=0
INFO  sta            finalWorstSetupSlack=0.0802ns
INFO  synthesis      synth-warning-count=4
INFO  synthesis      synth.lib_cells_used.distinct=37
INFO  drt            routed-via-count=1083
INFO  sta            max-slew-margin-rel=59.9%
INFO  drt            drc_errors=0
INFO  placed_design  placedCellCount=229
INFO  global_routing grtUsageTotal=11.3%
INFO  floorplanning  starting_density_of_the_core=31.3%
INFO  synthesis      post_synth_edffs=8
==> cell usage in the layout, fill, tap and decap left out, types with 2 or more instances in the layout <==
master                            instances
sky130_fd_sc_hd__o21ai_0                  2
sky130_fd_sc_hd__nand3_1                  2
sky130_fd_sc_hd__dfrtn_1                 18
sky130_fd_sc_hd__nor2b_1                  3
sky130_fd_sc_hd__clkdlybuf4s15_1          2
sky130_fd_sc_hd__nand2_1                  4
sky130_fd_sc_hd__clkinv_2                 2
sky130_fd_sc_hd__or3_1                    2
sky130_fd_sc_hd__nor4_1                   2
sky130_fd_sc_hd__dlygate4sd2_1            4
sky130_fd_sc_hd__clkbuf_2                 2
sky130_fd_sc_hd__clkdlybuf4s50_1         24
sky130_fd_sc_hd__clkbuf_8                 5
sky130_fd_sc_hd__buf_6                    2
sky130_fd_sc_hd__inv_1                    6
sky130_fd_sc_hd__nor3_1                   2
sky130_fd_sc_hd__mux2_4                  16
sky130_fd_sc_hd__buf_4                    9
sky130_fd_sc_hd__mux2i_1                  9
sky130_fd_sc_hd__dfrtp_1                  5
sky130_fd_sc_hd__or2_2                    2
sky130_fd_sc_hd__edfxtp_1                 8
sky130_fd_sc_hd__ha_1                     5
sky130_fd_sc_hd__nor2_1                  12
==> power breakdown <==
| group | leakage, nW | internal [W] | switching [W] |
|---|---|---|---|
| Clock | 0.0439 | 0.000109 | 0.000108 |
| Combinational | 0.486 | 0.0000369 | 0.0000211 |
| Sequential | 0.393 | 0.000328 | 0.00000685 |
==> cell type report <==
cell class	instances	area (sq um)
tap	70	87.6
multi-input combinational	79	731
clock buffer	5	68.8
inverter	6	22.5
sequential	33	862
fill	464	2910
clock inverter	3	17.5
timing repair buffer	44	408
==> routing by layer <==
| layer | up-vias | wire, um | GRT usage, % |
|---|---|---|---|
| met3 | 2 | 197 | 2.99 |
| met5 | - | 0 | 0 |
| met2 | 35 | 1380 | 18.2 |
| met1 | 516 | 1350 | 16.1 |
| met4 | 0 | 22 | 1.68 |
| li1 | 530 | - | - |
==> how the worst min path moves through the flow <==
stage / slack (ns) / from / to / cells after the start
CTS: 0.25 / instance_signal_control_rtc_generator.state_reg / instance_signal_control_rtc_generator.q_reg[4] / 1
global route: 0.29 / instance_signal_control_rtc_generator.state_reg / instance_signal_control_rtc_generator.q_reg[1] / 1
finish: 0.25 / instance_signal_control_rtc_generator.state_reg / instance_signal_control_rtc_generator.q_reg[4] / 1
==> cells by family (layout without fill, tap and decap cells) <==
group,after synthesis,in the layout,share of synthesized area [%]
simple gates,39,39,14.1
fa+ha+maj,5,5,3.92
compound gates,7,7,4.39
buf+inv,10,58,2.98
mux,26,26,19.5
flops,33,33,54.0
xor+xnor,2,2,1.10
==> metrics by stage <==
| stage | setup TNS (ns) | power, W |
|---|---|---|
| floorplan | 0 | 0.000363 |
| global placement | -7.69 | 0.000395 |
| detailed placement | -7.94 | 0.000396 |
| CTS | 0 | 0.000617 |
| global route | -0.00660 | 0.000638 |
| finish | 0 | 0.000609 |
==> repair_timing <==
item	in CTS	in global routing
buffers inserted	3	0
setup endpoints to repair	19	19
resized	12	14
pin swaps	4	4
==> worst max-delay path: stages (launching register included) <==
cell	delay [ns]
sky130_fd_sc_hd__dfrtn_1	0.40
sky130_fd_sc_hd__buf_4	0.12
sky130_fd_sc_hd__a32oi_4	0.10
sky130_fd_sc_hd__buf_4	0.19
sky130_fd_sc_hd__nor2_1	0.14
Power is estimated from default activity; no workload was simulated.
