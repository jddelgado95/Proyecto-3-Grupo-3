`/design/flow/constraint.sdc`:
```
current_design Registro_Universal

set clk_period 1.0
set clk_io_pct 0.2

create_clock -name clk0 -period $clk_period [get_ports {clk}]

set non_clock_inputs [all_inputs -no_clocks]
set_input_delay [expr $clk_period * $clk_io_pct] -clock clk0 $non_clock_inputs
set_output_delay [expr $clk_period * $clk_io_pct] -clock clk0 [all_outputs]
```
`/design/flow/run.sh`:
```
#!/bin/bash
# OpenROAD 26Q1-2900-gdf79404cd8, Yosys 0.63+post, stock flow scripts
make -C /OpenROAD-flow-scripts/flow DESIGN_CONFIG=/design/flow/config.mk WORK_HOME=/design/flow/orfs finish
```
`/design/flow/design.v`:
```
`timescale 1ns / 1ps
module Registro_Universal
#(parameter N = 8)  
(
	input wire hold,
	input wire [N-1:0]in_rtc_dato,
	input wire [N-1:0]in_count_dato,
	input wire clk,  
	input wire reset,  
	input wire chip_select,  
	output wire [N-1:0]out_dato
);
reg [N-1:0]reg_dato,in_rtc_datoD, in_count_datoD, resultadoH;
reg [N-1:0]next_dato;
wire [7:0] resultado;
always@(negedge clk, posedge reset)
begin
	if(reset) reg_dato <= 0;
	else reg_dato <= next_dato;
end
always@*
	begin
	if (~hold) begin
	case(chip_select)
	1'b0: next_dato = in_rtc_dato;
	1'b1: next_dato = in_count_dato;
	endcase
	end
	else next_dato = reg_dato;
	end
assign out_dato = reg_dato;
endmodule
```
`/design/flow/config.mk`:
```
export PLATFORM = sky130hd
export DESIGN_NAME = Registro_Universal
export DESIGN_NICKNAME = Registro_Universal
export VERILOG_FILES = /design/flow/design.v
export SDC_FILE = /design/flow/constraint.sdc
export NUM_CORES = 4
export LEC_CHECK = 1
export CORE_AREA = 10 10 70 70
export DIE_AREA = 0 0 80 80
```
==> flow_summary.yaml <==
# physical design summary
pwr:
  cellInternalPower_mw: 0.655
  powerDensity_nw_per_um2: 1070
  p_comb_share_pct: 27.4
  sw_frac_of_total_pct: 21.9
  static-leakage-power_nw: 0.399
  share_clk_of_total_power_pct: 27.4
  sequentialPowerShare_pct: 45.2
  netSwitchingPower_mw: 0.183
  total_power_mw: 0.838
  vdd_drop_max_v: 0.000425
sta:
  max_slew.worst_pin.slew_ns: 0.138
  finClkSkew_ns: 0
  timing.hold.ws_ns: 0.442
  rsz0062_at_grt: "yes"
  timing.max_slew.rel_slack_pct: 90.5
  timing.final.setup_violations: 16
  hold_viol: 0
  timing_max_transition_violations_final: 0
  setup_ws_ns: -0.466
floorplanning:
  floorplan.die.width_um: 80
  std_cell_rows: 21
  die_height_um: 80
  pre_place_util_pct: 11.0
  floorplan.die_area_um2: 6400
  floorplan.core_area_um2: 3420
  design.portCount: 28
cts:
  cts_inserted_buffers: 3
  clock_tree.buffer_depth: 2
  h-tree-depth: 1
  late_pin_clk_latency_ns: 0.26
  clock_pin_slew_reported_for_the_worst_setup_and_hold_paths_after_clock_tree_synthesis_ns: 0.04
  tritoncts_num_sinks: 8
  cts_root_buf: "sky130_fd_sc_hd__clkbuf_4"
  tritoncts: "built"
final_layout:
  drive_above_1_share_pct: 35.1
  fillerInstances: 393
  combGateArea_um2: 150
  reg.largest.list: "reg_dato (8)"
  layout.area.seq_um2: 200
  signed_area_change_from_the_synthesized_netlist_to_the_final_layout_pct: 107
  design_area_um2: 781
  registers.top_by_ff_count: "reg_dato"
  max_ffs_per_register: 8
synthesis:
  sequential_cell_area_fraction_in_the_yosys_report_pct: 53.2
  yosysWarningCount: 1
  synth_chip_area_um2: 377
  simple_gate_area_share_pct: 7.97
  and_or_or_and_share_of_the_synthesized_area_pct: 10.6
  yosys.cell_types.count: 6
  ys_cells: 35
  synth.cellmix.adderShare_pct: 0
  synthXorXnorAreaFrac_pct: 0
  synth.comb.largest_family: "multiplexers"
  synth_cells: 35
  synthMuxAreaShare_pct: 21.3
  syn-cell-area_um2: 377
  synth-seq-cells: 8
  avgSynthCellArea_um2: 10.8
grt:
  first_global_vias: 483
  global_route.overflow_total: 0
  global_route.usage.total_pct: 4.31
  grt_max_degree: 7
  grt_first_pass_wirelength_mm: 2.19
  antenna_violations_before_repair: 0
worst_setup_path:
  path_max_fanout: 2
  critical_path.n_buffers_inverters: 1
  critical_path.max_stage_delay_ns: 0.41
  crit_path_cell_trace: "buf_2"
  timing.reg2reg.worst_path_depth: 5
  critPathLaunchType: "flop"
  crit_path_end_kind: "primary output"
  critical-path-slowest-cell: "sky130_fd_sc_hd__dfrtn_1"
  worstSetupPathType: "flop to primary output"
  path_delay_family: "flip-flops"
  critPathArrivalTime_ns: 1.27
  critical_path_rt_ns: 0.80
  crit_cells: 1
status:
  failing_checks: "setup timing"
  outcome: "finished with violations"
hold_path:
  whs_path_depth: 2
  holdCritPathClass: "flop to flop"
routing:
  final_antenna_net_count: 0
  route.detailed.wl_per_inst_um: 10.6
  dr.first_iter.drc_count: 7
  drc: 0
  totalWireLength_mm: 1.30
  antenna_cells: 0
  routed_via_density: 3.21
  detailroute.via_count: 395
  drtPass1Iterations: 3
placed_design:
  place.detailed.hpwl_mm: 1.06
  dpl_worst_slack_ns: -0.776
  dpl_cell_area_um2: 747
  gp_congestion: 0.741
  buffer_ports.inserted: 27
run:
  maxCapViolations: 0
  warnings: 28
[layer usage]
| metal | wire length [um] | vias up | global-route usage (%) |
|---|---|---|---|
| li1 | - | 208 | - |
| met1 | 642 | 167 | 5.26 |
| met2 | 492 | 20 | 6.26 |
| met3 | 168 | 0 | 3.30 |
| met4 | 0 | 0 | 0 |
| met5 | 0 | - | 0 |
[Yosys cell counts]
cell	number	area share, %
sky130_fd_sc_hd__buf_6	2	6.0
sky130_fd_sc_hd__dfrtn_1	8	53
sky130_fd_sc_hd__inv_1	1	1.0
sky130_fd_sc_hd__mux2i_1	8	21
sky130_fd_sc_hd__nand2_1	8	8.0
sky130_fd_sc_hd__o21ai_1	8	11
[power groups by stage]
stage	sequential, mW	clock, mW	combinational (mW)
4_1_cts	0.380	0.246	0.215
5_1_grt	0.383	0.274	0.257
6_report	0.379	0.230	0.229
[stage by stage]
stage,setup TNS (ns),util (%),std cells
after floorplan,-1.99,-,35
after global placement,-10.79,21.9,113
after global routing,-4.51,22.9,123
after CTS,-4.11,22.0,120
after detailed placement,-11.11,21.9,113
final,-3.85,22.9,123
[layout make-up]
type | instances | share of cell area [%]
clock buffers | 3 | 2.88
inverters | 1 | 0.481
multi-input cells | 24 | 19.2
flip-flops and latches | 8 | 25.6
well taps | 46 | 7.37
repair buffers | 41 | 44.4
[final timing paths]
| check | slack, ns | startpoint | endpoint |
|---|---|---|---|
| hold reg to reg | 0.44 | reg_dato[0]$_DFFE_NP0N_ | reg_dato[0]$_DFFE_NP0N_ |
| max in group asynchronous | 0.22 | reset | reg_dato[6]$_DFFE_NP0N_ |
| min in group asynchronous | 0.65 | reset | reg_dato[7]$_DFFE_NP0N_ |
| setup / recovery | -0.47 | reg_dato[5]$_DFFE_NP0N_ | out_dato[5] |
| setup reg to reg | 0.06 | reg_dato[4]$_DFFE_NP0N_ | reg_dato[4]$_DFFE_NP0N_ |
| hold / removal | 0.44 | reg_dato[0]$_DFFE_NP0N_ | reg_dato[0]$_DFFE_NP0N_ |
[cell usage in the layout, fill, tap and decap left out]
master                            Yosys  routed
sky130_fd_sc_hd__buf_6                2       4
sky130_fd_sc_hd__clkdlybuf4s15_1      0       3
sky130_fd_sc_hd__mux2i_1              8       8
sky130_fd_sc_hd__buf_2                0       9
sky130_fd_sc_hd__dfrtn_1              8       8
sky130_fd_sc_hd__clkbuf_4             0       3
sky130_fd_sc_hd__buf_8                0       1
sky130_fd_sc_hd__o21ai_1              8       8
sky130_fd_sc_hd__clkdlybuf4s50_1      0       1
sky130_fd_sc_hd__buf_12               0       1
sky130_fd_sc_hd__buf_4                0       9
sky130_fd_sc_hd__inv_1                1       1
sky130_fd_sc_hd__nand2_1              8       8
sky130_fd_sc_hd__dlygate4sd2_1        0      13
[what timing repair did]
action | 4_1_cts | 5_1_grt
pin swaps | 8 | 7
hold buffers | 0 | 0
resized | 55 | 3
gates cloned | 1 | 0
hold endpoints to repair | 0 | 0
setup endpoints to repair | 16 | 16
setup buffers | 3 | 3
[cell families (layout without fill, tap and decap cells)]
family                 Yosys count  in the layout
AND-OR/OR-AND                    8              8
buffers and inverters            3             45
flip-flops                       8              8
multiplexers                     8              8
AND/OR/NAND/NOR                  8              8
Power figures rest on the tool's default switching activity, not on a simulated workload.
